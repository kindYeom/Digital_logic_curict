--- design.v ---
module ram(
    input clk,
    input cen,
    input wen,
    input [7:0] s_addr,
    input [63:0] s_din,
    output reg [63:0] s_dout
);
    reg [63:0] mem[0:255];  
    integer i;
    initial begin
        for (i = 0; i < 256; i = i + 1) begin
            mem[i] = 64'h0;  
        end
    end
    always @(posedge clk) begin
        if (cen == 1 && wen ==1) begin
            mem[s_addr] <= s_din;  
            s_dout <= 0;  
        end
        else if (cen == 1 && wen == 0) begin
            s_dout <= mem[s_addr];  
        end
        else begin
            s_dout <= 0;  
        end
    end
endmodule
--- run.sh ---
#!/bin/bash
# OpenROAD 26Q1-2900-gdf79404cd8, Yosys 0.63+post, stock flow scripts
make -C /OpenROAD-flow-scripts/flow DESIGN_CONFIG=/design/flow/config.mk WORK_HOME=/design/flow/orfs finish
--- config.mk ---
export PLATFORM = sky130hd
export DESIGN_NAME = ram
export DESIGN_NICKNAME = ram
export VERILOG_FILES = /design/flow/design.v
export SDC_FILE = /design/flow/constraint.sdc
export NUM_CORES = 4
export LEC_CHECK = 1
export CORE_UTILIZATION = 40
export SYNTH_MEMORY_MAX_BITS = 65536
--- constraint.sdc ---
current_design ram

set clk_period 73.1
set clk_io_pct 0.2

create_clock -name clk0 -period $clk_period [get_ports {clk}]

set non_clock_inputs [all_inputs -no_clocks]
set_input_delay [expr $clk_period * $clk_io_pct] -clock clk0 $non_clock_inputs
set_output_delay [expr $clk_period * $clk_io_pct] -clock clk0 [all_outputs]
==> reports/results.ini <==
[outcome]
outcome = finished, final reports clean

[pwr]
power_mw = 19.5
p_leak_nw = 227
p_switching_mw = 4.15
pwr-share-clk_pct = 42.0
power_density_nw_per_um2 = 27.4
seqPwrFrac_pct = 53.2
pwr-share-comb_pct = 4.7
peakVddDrop_v = 0.0000220
p_int_mw = 15.4
power.share.switching_pct = 21.2

[flow_run]
warnings = 32
drv_cap = 0

[critical_path]
cp_max_fo = 78
cp.arrival_ns = 25.89
start_kind = primary input
setup.worst_path.end_class = register
required_ns = 74.35
rrSetupSlack_ns = 68.84
critPathKind = primary input to register

[synthesis]
synthTopCellsByCount = edfxtp_1 (16384), mux2i_1 (3072), mux4_2 (2560)
synth.avg_cell_area_um2 = 21.5
yosysTopAreaCell = edfxtp_1
async_reset_ff_share_pct = 0
syn_area_um2 = 621000
ys_cells = 28918
numSynthFlops = 16448
synth_top_area_share_pct = 79.2
yosys_area_um2 = 621000
netlist_instances = 28918
ff_type = edfxtp_1
synth_dominant_cell_count = edfxtp_1
edf_count = 16384
postSynthSeqShare_pct = 79.4
area_leaders = edfxtp_1 (79%), mux4_2 (9.3%), mux2i_1 (4.9%), o22ai_1 (1.0%), a221oi_1 (0.72%)
ys.warnings.count = 1
ys_types = 36

[clock_tree]
clk_latency_ns = 1.40
cts_buffer_depth = 6
cts_resized = 0
postCtsHoldBufs = 0
tritoncts = done
post_cts_buffers = 0
clkTransAtPathRegs_ns = 0.06
clock_sinks = 16448
htree_num_levels = 7
clock-root-buffer = clkbuf_16
numCtsBuffers = 1708

[sta]
worst_slew_pin_slew_ns = 1.44
tns_ns = 0
period_needed_ns = 24.64
max-slew-margin-rel_pct = 2.99
slew_violations = 0
hold_viol_final = 0
finalSetupViolations = 0
worst_slack_ns = 48.46
rsz0062_at_grt = false
min_period_over_period_pct = 33.7
max_freq_ghz = 0.0406
skew_ns = 0.146

[global_routing]
grt_pass1_wl_mm = 2660
antenna_found_initial = 172
globalRouteOverflowTotal = 0
grt_pass1_vias = 339263
track_usage_pct = 27.4
grt_max_degree = 105

[final_layout]
utilization_pct = 46.0
n_fill_cell = 124937
drive_gt1_share_pct = 22.1
syn_to_final_growth_pct = 14.7

[floorplan]
core_um2 = 1550000
die-area_um2 = 1560000
num_rows = 457
initCoreUtil_pct = 40.1
ios = 139
fp.dieH_mm = 1.25
die_w_mm = 1.25

[placed_design]
post-place-ws_ns = 46.95
hpwl_mm = 1140
io_buffers = 138
gp_congestion = 0.916

[detailed_routing]
totalWireLength_mm = 1940
num_vias = 311871
dr.pass1.iters = 5
via_per_inst = 5.84
wl_per_cell_um = 36.4
drc = 0
initialDrtViolationCount = 22151
ant_nets = 0

[worst_hold_path]
hp-class = register to register

-- metrics by stage --
stage,cells,cell area [um^2],hold WS [ns]
floorplan,28918,621000,0.801
global placement,49839,659000,0.849
CTS,52839,711000,0.819
detailed placement,49840,659000,0.841
global route,53292,712000,0.867
finish,53399,712000,0.812
-- critical path, stage by stage --
cell and delay (ns):
buf_16 0.14, buf_4 0.54, buf_4 0.68, buf_4 0.62, buf_4 0.50, buf_4 0.67, buf_4 0.72, buf_4 0.70
buf_4 0.60, buf_4 0.62, buf_12 0.52, buf_4 0.66, buf_4 0.63, buf_4 0.50, buf_4 0.72, mux2i_1 0.29
o22ai_1 0.10, nor4_1 0.67, buf_4 0.26, nand2_1 0.07, a21oi_1 0.13, a21o_1 0.24, nand4_1 0.12
-- power by group through the flow --
stage | sequential, mW | combinational (mW) | clock (mW)
6_report | 10.4 | 0.922 | 8.21
5_1_grt | 10.4 | 0.963 | 8.67
4_1_cts | 10.4 | 0.918 | 8.30
-- metal layers --
| metal | global-route usage [%] | vias up | wire [um] |
|---|---|---|---|
| met5 | 6.77 | - | 10900 |
| met4 | 12.7 | 167 | 116000 |
| met3 | 26.2 | 3746 | 422000 |
| met2 | 38.4 | 25352 | 883000 |
| met1 | 25.8 | 155422 | 512000 |
| li1 | - | 127184 | - |
-- final cells by class --
class                           instances  area (um^2)  area share [%]
Multi-Input combinational cell      10792       124000            17.4
Tap cell                            20655        25800            3.63
Antenna cell                          560         1400           0.197
Clock buffer                         2140        45100            6.33
Sequential cell                     16448       493000            69.2
Timing Repair Buffer                 1945        16100            2.27
Clock inverter                        859         6960           0.977
-- cells in the final DEF (no fill, tap or decap), drive strengths merged, types with 4 or more instances in the layout --
cell and count:
edfxtp 16384, mux2i 3072, mux4 2560, clkbuf 2140, buf 1876, o22ai 1024
nand2 795, clkinv 678, a22oi 580, diode 560, a221oi 512, nor4 382
nand3 268, nor2 259, o21ai 256, a22o 252, nand4 197, a32oi 130
and3 129, a21oi 128, a21o 128, bufinv 110, clkdlybuf4s50 69, o22a 64
dfxtp 64, clkinvlp 45, inv 26, and2 20, nor2b 10, nor3 6
nand2b 4, or2 4
-- flip-flops by register name, indices dropped and copies added, names as in the netlist --
name / cells
mem: 16384
s_dout: 64
-- path summary, 6_finish.rpt --
check | startpoint | endpoint | cells after the start
min reg2reg | mem[8][6] | s_dout[6] | 4
min | mem[8][6] | s_dout[6] | 4
max reg2reg | mem[191][30] | s_dout[30] | 6
max | s_addr[0] | s_dout[13] | 23
-- cell families after synthesis --
kind of cell / synth area share [%]
multiplexers: 14.2
AND-OR/OR-AND: 3.55
AND/OR/NAND/NOR: 1.63
buffers and inverters: 1.19
flip-flops: 79.4
Power is estimated from default activity; no workload was simulated.
