`design/flow/config.mk`:
```
export PLATFORM = sky130hd
export DESIGN_NAME = mx8_32bits
export DESIGN_NICKNAME = mx8_32bits
export VERILOG_FILES = /design/flow/design.v
export SDC_FILE = /design/flow/constraint.sdc
export NUM_CORES = 4
export LEC_CHECK = 1
export CORE_AREA = 10 10 120 120
export DIE_AREA = 0 0 130 130
```
`design/flow/constraint.sdc`:
```
current_design mx8_32bits

set clk_period 1.9
set clk_io_pct 0.2

create_clock -name clk0 -period $clk_period

set non_clock_inputs [all_inputs -no_clocks]
set_input_delay [expr $clk_period * $clk_io_pct] -clock clk0 $non_clock_inputs
set_output_delay [expr $clk_period * $clk_io_pct] -clock clk0 [all_outputs]
```
`design/flow/design.v`:
```
module mx2_32bits(d0, d1, s, y);
	input [31:0] d0, d1;
	input s;
	output [31:0] y;
	assign y=(s==0)?d0:d1;
	endmodule
module mx8_32bits(a, b, c, d, e, f, g, h, s2, s1, s0, y);
	input [31:0] a, b, c, d, e, f, g, h;
	input s2, s1, s0;
	output [31:0] y;
	wire [31:0] w0, w1, w2, w3, w4, w5;
	mx2_32bits U0_mx2_32bits(.d0(a), .d1(b), .s(s0), .y(w0));
	mx2_32bits U1_mx2_32bits(.d0(c), .d1(d), .s(s0),.y(w1));
	mx2_32bits U2_mx2_32bits(.d0(e), .d1(f), .s(s0), .y(w2));
	mx2_32bits U3_mx2_32bits(.d0(g), .d1(h), .s(s0),.y(w3));
	mx2_32bits U4_mx2_32bits(.d0(w0), .d1(w1), .s(s1),.y(w4));
	mx2_32bits U5_mx2_32bits(.d0(w2), .d1(w3), .s(s1),.y(w5));
	mx2_32bits U6_mx2_32bits(.d0(w4), .d1(w5), .s(s2),.y(y));
	endmodule
```
`design/flow/run.sh`:
```
#!/bin/bash
# OpenROAD 26Q1-2900-gdf79404cd8, Yosys 0.63+post, stock flow scripts
make -C /OpenROAD-flow-scripts/flow DESIGN_CONFIG=/design/flow/config.mk WORK_HOME=/design/flow/orfs finish
```
==> results.toml <==
# yosys + openroad results
[die]
die_area_sq_um = 16900
core.rowCount = 40
core_region_area_sq_um = 11900
die-height_um = 130
io-pin-count = 291
fp.dieW_um = 130
initCoreUtil_pct = 17.4

[synth]
syn_area_sq_um = 2070
total_number_of_yosys_warnings = 0
synthesis.area_per_instance_sq_um = 18.2
post_synth_fa_ha_maj_area_fraction_pct = 0
postSynthSeqShare_pct = 0
synth.largest_area_cell = "mux4_1"
postSynthCellCount = 114
synth-compound-area-share_pct = 0
mux_area_share_pct = 94.1
synth_chip_area_sq_um = 2070
synth_stat.cells = 114
most_area_consuming_cells_after_synthesis = "mux4_1 51%, mux4_2 26%, mux2_2 17%"
synthXorXnorAreaFrac_pct = 0
post-synth-top-area-fraction_pct = 50.7
ys_top_logic_family = "multiplexers"
synth.distinct_cells = 7
synthSimpleGateAreaFrac_pct = 0

[timing]
final_critical_path_time_including_i_o_delays_and_setup_ps = 2140
max_slew_margin_pct = 88.5
layout_setup_ws_ps = -244
final-hold-violation-count = 0
worst_hold_slack_after_final_layout_ps = 1280
fin_crit_sh_pct = 113
maximum_achievable_frequency_mhz = 466
rsz_0062_raised_after_global_routing = "yes"
report.final.slew_viol_count = 0
finalSetupViolations = 32
tightest_slew_ps = 173

[grt]
number_of_global_route_vias_before_repair = 3186
number_of_antenna_violations_at_the_first_check_in_global_routing = 0
largest_net_degree_at_the_start_of_global_routing = 28
grt_pass1_wl_um = 19800
globalRouteOverflowTotal = 0
groute.usage.overall_pct = 15.8

[routing]
vias_per_cell = 4.62
iter_0_drt_violations = 65
average_wire_per_standard_cell_um = 23.6
detail-route-antenna-nets = 0
dr.pass1.iters = 5
num_antenna_cells = 0
drcViolationCount = 0
routed_wirelength_um = 13900
vias = 2709

[place]
detailed_place_hpwl_um = 11300
pre_cts_ws_ps = -568
placed_cells = 543
port_buffers = 291
gp_congestion = 0.864

[power_and_ir_drop]
p_int_mw = 1.05
cellLeakagePower_nw = 2.41
power.net_switching_uw = 312
power_frac_seq_pct = 0
power.share.combinational_pct = 100.0
power.switching_fraction_pct = 23.0
irDropWorstVdd_uv = 128
power_frac_clock_pct = 0
powerDensity_nw_per_um2 = 235

[hold_path]
holdCritPathClass = "input pin to output pin"

[cells_and_area]
total_area_of_sequential_cells_sq_um = 0
sequential_cell_total = 0
drive_gt1_share_pct = 41.0
layout.cells.non_filler = 586
areaGrowthSynthToFinish_pct = 179
final.clkbuf_count = 0

[critical_path]
cp_max_fo = 5
critical_path_cell_by_cell = "buf_16 -> buf_12 -> buf_16 -> buf_8 -> mux4_2 -> mux2_4 -> buf_6"
required_ps = 1520
timing.critical_path.mode_cell = "buf_16"
timing.setup.critical_path_class = "input pin to output pin"
endpoint_kind = "output pin"
cpMaxStageDelayCell = "mux4_2"
arrival_ps = 1760
critical_path.startpoint_type = "input pin"
critical-path-max-stage-delay_ps = 510

[job]
openroad.warnings = 34
maxCapViolations = 0

[run_status]
violations = "setup timing"
run_status = "complete, but fails checks"
-- layer usage --
metal,vias up,part of all wire [%],GRT usage (%)
met5,-,0,0
met4,0,0.79,0.992
met3,8,11,7.04
met2,166,52,27.4
met1,1326,36,18.6
li1,1209,-,-
-- power by group through the flow --
stage / registers (mW) / clock network (mW) / logic, mW
CTS: 0 / 0 / 1.34
finish: 0 / 0 / 1.36
global route: 0 / 0 / 1.44
-- per-stage QoR --
step                      power [mW]  instance area (sq um)  setup TNS (ps)  util, %
after floorplan                0.366                   2070               0        -
after CTS                       1.34                   5710           -7180     48.0
final                           1.36                   5780           -5870     48.5
after global routing            1.44                   5780           -7050     48.5
after detailed placement        1.14                   5190          -16690     43.6
after global placement          1.14                   5190          -16430     43.6
-- cell families (layout without fill, tap and decap cells) --
logic type / count (synthesis) / in the layout
buffers and inverters: 18 / 343
muxes: 96 / 96
-- repair_timing --
action,4_1_cts,5_1_grt
hold buffers,0,0
cloned,6,0
setup buffers,38,3
setup endpoints to repair,32,32
gates resized,245,39
-- area by class of cell --
cell class	instances	area, sq um
multi-input cells	96	1930
fillers	1089	6130
repair buffers	343	3660
well taps	147	184
-- path summary, 6_finish.rpt --
check / slack [ps] / to / start / cells past startpoint
max: -240 / y[13] / s0 / 7
min: 1280 / y[20] / a[20] / 4
-- critical path: cells and delay by family --
| family | cells | cell delay, ps |
|---|---|---|
| buf+inv | 5 | 580 |
| mux | 2 | 800 |
-- layout by cell type (no fill, tap or decap) --
cell type,count
mux2_4,32
dlygate4sd2_1,33
mux4_2,61
clkdlybuf4s50_1,213
buf_8,1
buf_6,46
buf_16,4
dlymetal6s2s_1,10
buf_2,8
buf_4,10
buf_12,18
mux4_1,3
-- Yosys cell counts, drive strengths merged --
cell type	number
mux4	64
mux2	32
buf	16
clkbuf	2
Power and IR drop assume default switching activity.
